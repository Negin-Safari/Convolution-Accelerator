==> design.v <==
module Register #(parameter n = 8)(clk, rst, init0, ld, D, Q);
  input clk, rst, ld, init0;
  input [n-1:0] D;
  output reg [n-1:0] Q;
  always @(posedge clk, posedge rst) begin
    if(rst)
      Q = 0;
    else if(init0)
      Q = 0;
    else if(ld)
      Q = D;
  end
endmodule
==> run.sh <==
#!/bin/bash
# OpenROAD 26Q1-2900-gdf79404cd8, Yosys 0.63+post, stock flow scripts
make -C /OpenROAD-flow-scripts/flow DESIGN_CONFIG=/design/flow/config.mk WORK_HOME=/design/flow/orfs finish
==> config.mk <==
export PLATFORM = sky130hd
export DESIGN_NAME = Register
export DESIGN_NICKNAME = Register
export VERILOG_FILES = /design/flow/design.v
export SDC_FILE = /design/flow/constraint.sdc
export NUM_CORES = 4
export LEC_CHECK = 1
export CORE_AREA = 10 10 70 70
export DIE_AREA = 0 0 80 80
==> constraint.sdc <==
current_design Register

set clk_period 1.0
set clk_io_pct 0.2

create_clock -name clk0 -period $clk_period [get_ports {clk}]

set non_clock_inputs [all_inputs -no_clocks]
set_input_delay [expr $clk_period * $clk_io_pct] -clock clk0 $non_clock_inputs
set_output_delay [expr $clk_period * $clk_io_pct] -clock clk0 [all_outputs]
==> summary.txt <==
run results: outcome completed, Synth async-reset ratio 100%, R2R cell count 2, worst path buffer plus inverter count 1, routed vias 273, n_diodes 0, GR Util met2 6.18%, top cells by count, synth dfrtp_1 (8), mux2i_1 (8), nor2_1 (8), Yosys cell types 6, initial DRC count 0, comb area leader multiplexers, CP peak stage delay 0.40 ns, reg2reg start Q[6]$_DFFE_PP0P_, fin cells 94, Die W 80 um, post-synthesis xor/xnor area fraction 0%, critical path depth in cells 1, Crit path max-delay family flip-flops, M3 GR Usage 1.70%, Cell Area, Synth 329 um2, Hold Fails Final Rpt 0, top cells by area dfrtp_1 (61%), mux2i_1 (24%), nor2_1 (9.1%), Core Box Area 3420 um2, max-capacitance violation count 0, drt first pass iters 1, setup TNS 0 ns, synthesized area per cell 12.2 um2, Max clock buf depth 2, fa+ha+maj area frac 0%, crit start category register, global-route wire length before repair 1640 um, port buffer count 19, chip area 6400 um2, CTS buffer count 3, power per cell area 1220 nW/um2, Area Growth Syn to Fin 77.2%, drt wl/cell 10.6 um, drt via density 2.90, critical path arrival 0.77 ns, number of synthesized flops with an enable pin 0, CP Cell Sequence buf_2, Sink Count 8, max reg flops 8, ys flop type dfrtp_1, Mux area share 24.3%, largest net degree at the start of global routing 9, worst-path maximum fanout 2, yosys stat area 329 um2, Max H-tree Level 1, Final Max Tran Viols 0, gr ovfl total 0, slowest CP cell dfrtp_1, Mapped Cells 27, WS Path Type register to primary output, warnings from Yosys 1, # Cells Yosys 27, Synth Seq Share 60.8%, R2R setup slack 0.29 ns, Max Freq 1030 MHz, busiest grt layer met2, R2R Path End Q[6]$_DFFE_PP0P_, clk latency late pin 0.24 ns, Setup Fix Bufs, Post-CTS 0, met1 Use GR 3.05%, Yosys reg bits 8, Slew @ Worst Pin 0.311 ns, layout cell share with drive strength beyond 1 29.2%, setup violators final 0, Leak 0.286 nW, I/O pin cnt 20, leading area contributor after synthesis dfrtp_1, Worst Skew 0 ns, Final ANT Viol Nets 0, initial antenna violation count 0, dpl hpwl 856 um, required time worst endpoint 0.80 ns, yosys aoi share 0%, Max VDD drop 246 uV, DRC viols 0, core utilization at floorplan 9.63%, clk root buf clkbuf_4, Hold Crit Class primary input to async pin, number of global-route vias before repair 342, FP Rows 21, CP Capture Type primary output, RD Place Congestion 0.667, drt total wl 996 um, Die Ht 80 um, RSZ-0062 raised after global routing no, Tot GR Track Use 3.29%, shortest period the worst path allows 0.970 ns, CTS tree built, Area leader share 60.8%, Tcrit/Tclk final 97.0%, Relative slew margins 79.2%, tool warnings 25, Clock transition at path regs 0.05 ns, placed cell count 91, Simple Share, Synth 9.13%
==> power breakdown <==
group | switching, mW | total (mW) | leakage (nW) | internal, mW
logic | 0.0433 | 0.124 | 0.166 | 0.0809
clock network | 0.0977 | 0.234 | 0.0138 | 0.136
registers | 0.0108 | 0.353 | 0.106 | 0.343
==> layout by cell type, fill, tap and decap left out, drive strengths merged <==
cell type and count:
dlymetal6s2s 1, dfrtp 8, clkbuf 3, nor2 8, clkdlybuf4s50 10, mux2i 8, inv 1, buf 9
==> final cells by class <==
cell class,instances,area [um2]
clock buffers,3,22.5
fillers,395,2830
inverters,1,3.75
multi-input cells,16,126
flip-flops and latches,8,200
well taps,46,57.6
repair buffers,20,173
==> how the worst max path moves through the flow <==
stage	from	end	slack, ns
final	Q[7]$_DFFE_PP0P_	Q[7]	0.03
after global routing	Q[7]$_DFFE_PP0P_	Q[7]	0.005
after CTS	ld	Q[7]$_DFFE_PP0P_	0.008
==> routing by layer <==
| metal | routed length (um) | part of all wire [%] |
|---|---|---|
| met4 | 13 | 1.3 |
| met1 | 299 | 30 |
| met3 | 77 | 7.7 |
| met5 | 0 | 0 |
| met2 | 605 | 61 |
==> cells by family after synthesis <==
kind of cell           count (synthesis)
flip-flops                             8
AND/OR/NAND/NOR                        8
buffers and inverters                  3
multiplexers                           8
==> worst register-to-register path: stages (launching register included) <==
cell and delay [ns]:
dfrtp_1 0.38, mux2i_2 0.16, nor2_1 0.05
==> through the flow <==
stage	area (um2)	power (mW)	utilization [%]	setup slack [ns]	hold slack (ns)
detailed placement	582	0.494	17.0	-0.243	0.474
floorplan	329	0.397	-	0.336	0.0157
global route	583	0.757	17.1	0.00531	0.223
CTS	564	0.717	16.5	0.00824	0.205
finish	583	0.712	17.1	0.0301	0.195
global placement	582	0.492	17.0	-0.219	0.468
==> timing repair <==
action,4_1_cts,5_1_grt
hold buffers,0,0
setup endpoints to repair,8,8
gates resized,24,4
Power and IR drop assume default switching activity.
